<file path="design/flow/config.mk">
export PLATFORM = sky130hd
export DESIGN_NAME = ram
export DESIGN_NICKNAME = ram
export VERILOG_FILES = /design/flow/design.v
export SDC_FILE = /design/flow/constraint.sdc
export NUM_CORES = 4
export LEC_CHECK = 1
export CORE_UTILIZATION = 50
export SYNTH_MEMORY_MAX_BITS = 65536
</file>
<file path="design/flow/constraint.sdc">
current_design ram

set clk_period 147.0
set clk_io_pct 0.2

create_clock -name clk0 -period $clk_period [get_ports {clk}]

set non_clock_inputs [all_inputs -no_clocks]
set_input_delay [expr $clk_period * $clk_io_pct] -clock clk0 $non_clock_inputs
set_output_delay [expr $clk_period * $clk_io_pct] -clock clk0 [all_outputs]
</file>
<file path="design/flow/design.v">
module ram(
    output [31:0] out,
    input         clk,
    input         write,
    input  [31:0] address,
    input  [31:0] in
);
    reg [31:0] m[0:511];   
    assign out = m[address];
    always @ (posedge clk) begin
        if (write)
            m[address] <= in;
    end
endmodule   
module rom(
    output [31:0] out,
    input  [31:0] address
);
    reg [31:0] m[0:1023];   
    assign out = m[address[31:2]];
endmodule   
module ram_mask(
    output [31:0] out,
    input         sign,
    input         s1,
    input         s0,
    input  [31:0] in
);
    assign out[31:16] = s1 ? {16{sign}} : in[31:16];
    assign out[15:8]  = s0 ? {8 {sign}} : in[15:8];
    assign out[7:0]   = in[7:0];
endmodule   
module reg_file(
    output [31:0] out_x,
    output [31:0] out_y,
    input  [4:0]  addr_x,
    input  [4:0]  addr_y,
    input         clk,
    input         write,
    input  [4:0]  write_addr,
    input  [31:0] write_data
);
    reg [31:0] regs[0:31];   
    reg [31:0] regt[0:31];   
    assign out_x = (~|addr_x) ? 32'b0 : regs[addr_x];
    assign out_y = (~|addr_y) ? 32'b0 : regt[addr_y];
    always @(posedge clk) begin
        if((|write_addr) & write)
            regs[write_addr] <= write_data;
            regt[write_addr] <= write_data;
    end
endmodule   
module alu(
    output reg [31:0] out,
    output            zero,
    input      [3:0]  alu_op,
    input      [31:0] x,
    input      [31:0] y
);
    assign zero = ~|out;
    always @* begin
        out = 32'h0;
        case(alu_op)
            4'b0000:
                out = x & y;
            4'b0001:
                out = x | y;
            4'b0010:
                out = x + y;
            4'b0110:
                out = x - y;
            4'b0111:
                out = x ^ y;
            4'b1000:
                out = x << y[4:0];
            4'b1011:
                out = x >> y[4:0];
            4'b1100:
                out = $signed(x) >> y[4:0];
            4'b0011:
                out = x == y;
            4'b0100:
                out = $signed(x) >= $signed(y);
            4'b0101:
                out = x >= y;
            4'b1010:
                out = x < y;
            4'b1001:
                out = $signed(x) < $signed(y);
            4'b1101:
                out = x;
            4'b1110:
                out = y;
            default:
                out = 32'h0;
        endcase
    end
endmodule   
module ctrl_unit(
    output [15:0] out,
    input  [31:0] ins
);
    wire [6:0]  opcode = ins[6:0];
    wire [6:0]  funt7  = ins[31:25];
    wire [2:0]  funt3  = ins[14:12];
    reg  [15:0] out;
    always @* begin
        out = 16'h0;
        case(opcode)
            7'h33: begin
                case(funt3)
                    3'h0: begin
                        if(funt7[5])
                            out = 16'h206;    
                        else
                            out = 16'h202;    
                    end
                    3'h1:   out = 16'h208;    
                    3'h2:   out = 16'h209;    
                    3'h3:   out = 16'h20a;    
                    3'h4:   out = 16'h207;    
                    3'h5: begin
                        if(funt7[5])
                            out = 16'h20c;    
                        else
                            out = 16'h20b;    
                    end
                    3'h6:   out = 16'h201;    
                    3'h7:   out = 16'h200;    
                    default:
                            out = 16'h200;    
                endcase
            end
            7'h13: begin
                case(funt3)
                    3'h0:   out = 16'h212;    
                    3'h1:   out = 16'h218;    
                    3'h2:   out = 16'h219;    
                    3'h3:   out = 16'h21a;    
                    3'h4:   out = 16'h217;    
                    3'h5: begin
                        if(funt7[5])
                            out = 16'h21c;    
                        else
                            out = 16'h21b;    
                    end
                    3'h6:   out = 16'h211;    
                    3'h7:   out = 16'h210;    
                    default:
                            out = 16'h210;    
                endcase
            end
            7'h37:         out = 16'h21e;    
            7'h17:        out = 16'h232;    
            7'h6f:        out = 16'he6d;    
            7'h67:        out = 16'h1212;   
            7'h63: begin
                case(funt3)
                    3'h0:   out = 16'h407;    
                    3'h1:   out = 16'h403;    
                    3'h4:   out = 16'h404;    
                    3'h5:   out = 16'h409;    
                    3'h6:   out = 16'h405;    
                    3'h7:   out = 16'h40a;    
                    default:
                            out = 16'h40a;    
                endcase
            end
            7'h03: begin
                case(funt3)
                    3'h0:   out = 16'he312;   
                    3'h1:   out = 16'hc312;   
                    3'h2:   out = 16'h312;    
                    3'h4:   out = 16'h6312;   
                    3'h5:   out = 16'h4312;   
                    default:
                            out = 16'h4312;   
                endcase
            end
            7'h23: begin
                case(funt3)
                    3'h0:   out = 16'h6092;   
                    3'h1:   out = 16'h4092;   
                    3'h2:   out = 16'h92;     
                    default:
                            out = 16'h92;     
                endcase
            end
            default:        out = 16'h0;      
        endcase
    end
endmodule   
module imm_gen(
    output [31:0] out,
    input  [31:0] in
);
    reg  [31:0] out;
    wire [6:0]  opcode = in[6:0];
    always @* begin
        out = 32'h0;
        case(opcode)
            7'h67, 7'h03, 7'h13:
                out = {{20{in[31]}}, in[31:20]};
            7'h23:
                out = {20'b0, in[31:25], in[11:7]};
            7'h63:
                out = {20'b0, in[31], in[7], in[30:25], in[11:8], 1'b0};
            7'h17, 7'h37:
                out = {in[31:12], 12'b0};
            default:   
                out = {12'b0, in[31], in[19:12], in[20], in[30:21], 1'b0};
        endcase
    end
endmodule   
module rv32i(
    output [31:0] dmem_addr_o,
    input  [31:0] dmem_r_data_i,
    output        dmem_w_o,
    output [31:0] dmem_w_data_o,
    input         reset,
    input         clk,
    output [31:0] imem_addr_o,
    input  [31:0] imem_r_data_i
);
    wire ram_mask_sign = ctrl[15];   
    wire ram_mask_s1   = ctrl[14];   
    wire ram_mask_s0   = ctrl[13];   
    wire jalr          = ctrl[12];   
    wire pc_src        = ctrl[11];   
    wire branch        = ctrl[10];   
    wire reg_write     = ctrl[9];    
    wire mem_alu_2_reg = ctrl[8];    
    assign dmem_w_o    = ctrl[7];    
    wire alu_r1_src_pc = ctrl[6];    
    wire alu_r1_src    = ctrl[5];    
    wire alu_r2_src    = ctrl[4];    
    wire [3:0] alu_op  = ctrl[3:0];  
    reg  [31:0] new_pc;
    reg  [31:0] pc;
    wire [31:0] ins;
    wire [31:0] r1, r2;
    wire [4:0]  r_addr;
    wire [31:0] r_data;
    wire [31:0] alu_out, alu_x, alu_y;
    wire [31:0] dmem_i_masked;
    wire [15:0] ctrl;
    wire        zero;
    wire [31:0] imm;
    assign r_addr = ins[11:7];
    assign r_data = jalr ?
                        (pc + 4) :
                        (mem_alu_2_reg ? dmem_i_masked : alu_out);
    assign alu_x  = alu_r1_src ? (alu_r1_src_pc ? pc + 4 : pc) : r1;
    assign alu_y  = alu_r2_src ? imm : r2;
    assign imem_addr_o   = pc;
    assign ins           = imem_r_data_i;
    assign dmem_addr_o   = alu_out;
    reg_file rf(
        .out_x      (r1             ),
        .out_y      (r2             ),
        .addr_x     (ins[19:15]     ),
        .addr_y     (ins[24:20]     ),
        .clk        (clk            ),
        .write      (reg_write      ),
        .write_addr (r_addr         ),
        .write_data (r_data         )
    );
    alu a(
        .out        (alu_out        ),
        .zero       (zero           ),
        .alu_op     (alu_op         ),
        .x          (alu_x          ),
        .y          (alu_y          )
    );
    ram_mask  dm_r_mask(
        .out        (dmem_i_masked  ),
        .sign       (ram_mask_sign  ),
        .s1         (ram_mask_s1    ),
        .s0         (ram_mask_s0    ),
        .in         (dmem_r_data_i  )
    );
    ram_mask  dm_w_mask(
        .out        (dmem_w_data_o  ),
        .sign       (1'b0           ),
        .s1         (ram_mask_s1    ),
        .s0         (ram_mask_s0    ),
        .in         (r2             )
    );
    ctrl_unit cu(
        .out        (ctrl           ),
        .ins        (ins            )
    );
    imm_gen ig(
        .out        (imm            ),
        .in         (ins            )
    );
    always @(posedge clk) begin
        if(reset) begin
            new_pc <= 32'b0;
            pc     <= 32'b0;
        end else begin
            pc <= new_pc;
            new_pc <= jalr ?
                    {alu_out[31:1], 1'b0} :
                        ((pc_src | (branch & zero)) ?
                            pc + imm : pc + 4);
        end
    end
endmodule   
</file>
<file path="design/flow/run.sh">
#!/bin/bash
# OpenROAD 26Q1-2900-gdf79404cd8, Yosys 0.63+post, stock flow scripts
make -C /OpenROAD-flow-scripts/flow DESIGN_CONFIG=/design/flow/config.mk WORK_HOME=/design/flow/orfs finish
</file>
==> flow_summary.yaml <==
# generated from flow reports
place:
  place.detailed.hpwl_mm: 1250
  numPortBuffers: 74
  dp_slack_ps: 78850
  routabilityCongestion: 0.968
floorplan:
  rows: 410
  die_h_mm: 1.12
  dieWidth_mm: 1.12
  dieArea_um2: 1260000
  fp_util_pct: 50.2
  core_area_um2: 1250000
  boundaryPins: 98
synth:
  numSynthFlops: 16384
  ys_async_sr_fraction_pct: 0
  ys_area_um2: 626000
  flop_cell: "edfxtp_1"
  syn_inst: 28540
  edf_count: 16384
  yosysWarningCount: 1
  ys_types: 79
  ys_cells: 28540
  yosysSeqAreaShare_pct: 78.5
  syn_area_um2: 626000
  syn_avg_cell_area_um2: 22.0
final_layout:
  drive_gt1_share_pct: 27.3
  reg_top3: "m (16384)"
  regMostFlops: "m"
  fill_cells: 88491
  syn2layout_area_growth_pct: 14.0
  largest_reg_flops: 16384
final_timing:
  setup_viol_count_final: 0
  timing.final.crit_share_pct: 46.4
  rsz0062_at_grt: "no"
  drv_slew: 0
  fmax_ghz: 0.0147
  tightestPinTransition_ps: 1320
  relSlewSlack_pct: 10.9
  finalCriticalPeriod_ps: 68210
  fin_tns_setup_ps: 0
  worst_slack_ps: 78790
  hold_viol: 0
power_and_ir_drop:
  power_density_nw_per_um2: 13.6
  p_leak_nw: 224
  ir_drop_v: 0.0000117
setup_path:
  crit_type: "in2out"
  startpoint: "address[1]"
  slowest_delay_ps: 960
  path_cells: "buf_16, buf_4, buf_4, buf_4, buf_4, buf_4, buf_4, buf_4, mux4_2, a22o_1, nor3_1, buf_4, a31oi_1, buf_4, a221oi_1, nand4_1, clkdlybuf4s50_1"
  arrival_ps: 38810
  crit_family: "buffers and inverters"
  cp_slowest_cell: "a221oi_1"
  crit_required_ps: 117600
  path_max_fanout: 79
  endpoint_kind: "output port"
  crit_path_end: "out[16]"
  cp.depth: 17
  startpoint_type: "input pin"
  critPathMostFrequentCell: "buf_4"
  path_buffers: 11
routing:
  ant_nets: 0
  initialDrtViolationCount: 23816
  finalWirelength_mm: 2020
  vias: 314266
  first_pass_iters: 6
  viasPerCell: 6.40
  wire_per_inst_um: 41.1
  post-route-drc-count: 0
cts:
  cts_num_sinks: 16384
  cts_buffer_depth: 6
  cts_root_buf: "clkbuf_16"
  htreeDepth: 7
  cts_resized: 0
  clkSlewWorstSetupHoldPaths_ps: 60
  post_cts_buffers: 0
  postCtsHoldBufs: 0
  cts_buffers: 1717
  tritoncts: "built"
global_routing:
  overflow: 0
  grt_antenna_before_repair: 211
  grt_usage_pct: 36.7
  grt_pass1_vias: 340295
  grt_max_degree: 113
  grt_pass1_wl_mm: 2750
job:
  warnings: 67
  maxCapViolations: 0
hold_path:
  hold_path.class: "in2reg"
run_status:
  status: "complete, no violations"
==> cell type report <==
| class | count | area [um2] | area share [%] |
|---|---|---|---|
| antenna | 484 | 1210 | 0.170 |
| clock inverter | 917 | 7230 | 1.01 |
| inverter | 33 | 146 | 0.0205 |
| clock buffer | 2112 | 45100 | 6.31 |
| timing repair buffer | 2098 | 16700 | 2.33 |
| sequential | 16384 | 492000 | 68.9 |
| tap | 16686 | 20900 | 2.92 |
| multi-input combinational | 10393 | 131000 | 18.3 |
==> cell families (layout without fill, tap and decap cells) <==
| logic type | Yosys count | after routing | synth area share [%] |
|---|---|---|---|
| compound gates | 2880 | 2880 | 3.18 |
| buf+inv | 1763 | 5160 | 1.39 |
| mux | 5235 | 5235 | 15.1 |
| flops | 16384 | 16384 | 78.5 |
| other cells | 0 | 484 | 0 |
| simple gates | 2278 | 2278 | 1.78 |
==> how the worst min path moves through the flow <==
stage / end / slack (ps) / from / depth (start not counted)
CTS: m[357][4] / 28370 / in[4] / 1
global route: m[357][4] / 28430 / in[4] / 1
finish: m[357][4] / 28450 / in[4] / 1
==> layer usage <==
| layer | vias up | wire length, um | global-route usage, % |
|---|---|---|---|
| met5 | - | 14200 | 10.7 |
| met4 | 293 | 133000 | 17.8 |
| met3 | 4434 | 474000 | 36.4 |
| met2 | 25671 | 872000 | 46.8 |
| met1 | 157438 | 525000 | 38.9 |
| li1 | 126430 | - | - |
==> synthesized netlist by cell type, types with 8 or more instances <==
master / n / share of area, %
mux4_2: 3354 / 12
buf_6: 88 / 0.16
a211o_1: 19 / 0.027
a22oi_1: 617 / 0.74
nand2b_1: 13 / 0.013
a32o_1: 24 / 0.038
o2111ai_1: 21 / 0.029
a221oi_1: 151 / 0.21
nand4_1: 452 / 0.45
edfxtp_1: 16384 / 79
or4_1: 17 / 0.020
nor3_1: 108 / 0.086
buf_4: 139 / 0.17
and2_1: 19 / 0.019
mux2_2: 284 / 0.51
inv_1: 31 / 0.019
and3_1: 53 / 0.053
o22a_1: 13 / 0.018
a2111oi_0: 45 / 0.063
a31oi_1: 107 / 0.11
buf_2: 745 / 0.60
mux2i_1: 1597 / 2.6
nor4_1: 73 / 0.073
nor2_1: 609 / 0.36
nand3_1: 223 / 0.18
a32oi_1: 41 / 0.057
clkbuf_1: 588 / 0.35
o22ai_1: 425 / 0.42
buf_1: 170 / 0.10
o32ai_1: 8 / 0.011
a41oi_1: 9 / 0.013
o211ai_1: 67 / 0.080
a2bb2oi_1: 16 / 0.022
o221ai_1: 29 / 0.041
and4_1: 34 / 0.048
nand2_1: 572 / 0.34
nor3b_1: 8 / 0.0096
o2111a_1: 10 / 0.018
o21ai_0: 363 / 0.29
o211a_1: 27 / 0.043
nor2b_1: 49 / 0.049
a21oi_1: 448 / 0.36
a211oi_1: 152 / 0.18
a22o_1: 243 / 0.34
==> placed cells by master (no fill, tap or decap), types with 325 or more instances in the layout <==
| cell | synthesis | final |
|---|---|---|
| o21ai_0 | 363 | 356 |
| a21oi_1 | 448 | 429 |
| clkinv_2 | 0 | 325 |
| clkbuf_1 | 588 | 365 |
| clkbuf_16 | 0 | 1747 |
| diode_2 | 0 | 484 |
| edfxtp_1 | 16384 | 16384 |
| nand2_1 | 572 | 532 |
| buf_4 | 139 | 1980 |
| nor2_4 | 1 | 520 |
| mux4_2 | 3354 | 3354 |
| a22oi_1 | 617 | 616 |
| mux2i_1 | 1597 | 1596 |
| nand4_1 | 452 | 452 |
| o22ai_1 | 425 | 423 |
| clkinv_1 | 1 | 420 |
==> report_power, final <==
group          switching [mW]  total (mW)  internal [mW]
clock network            1.74        4.10           2.36
logic                   0.341       0.489          0.147
registers             0.00113        5.15           5.14
total                    2.08        9.73           7.65
==> stage by stage <==
step | power, mW | util, % | cell area (um2) | std cells | hold WS, ps
floorplan | 5.46 | - | 626000 | 28540 | 29500
global placement | 5.72 | 53.0 | 661000 | 45594 | 29830
detailed placement | 5.72 | 53.0 | 661000 | 45594 | 29840
CTS | 9.77 | 57.2 | 713000 | 48623 | 28370
global route | 9.97 | 57.2 | 714000 | 48969 | 28430
finish | 9.73 | 57.3 | 714000 | 49107 | 28450
No activity file was given, so power comes from the tool's default toggle rates.
